==> design/flow/design.v <==
module toplevel(one_left, full_o, rd_data_o, wr_en_i, rd_en_i, reset, empty_o, wr_data_i, clk);
    input rd_en_i;
    input reset;
    input wr_en_i;
    input[31:0] wr_data_i;
    input clk;
    output full_o;
    output[31:0] rd_data_o;
    output empty_o;
    output one_left;
    reg[2:0] read_pointer;
    reg[2:0] write_pointer;
    wire[2:0] tmp8;
    wire[3:0] tmp5;
    wire[31:0] const_11_0;
    wire const_5_0;
    wire[2:0] tmp16;
    wire[3:0] tmp9;
    wire tmp17;
    wire[3:0] tmp15;
    wire ren;
    wire[1:0] waddr;
    wire tmp24;
    wire[31:0] wdata;
    wire const_7_0;
    wire[2:0] tmp6;
    wire[3:0] tmp4;
    wire[31:0] tmp33;
    wire const_2_0;
    wire[31:0] rdata;
    wire tmp19;
    reg[31:0] tmp32;
    wire[2:0] const_3_0;
    wire tmp29;
    wire[1:0] tmp34;
    wire tmp18;
    wire tmp3;
    wire[1:0] tmp0;
    wire[1:0] tmp20;
    wire[3:0] tmp11;
    wire[1:0] tmp35;
    wire[1:0] tmp7;
    wire[2:0] tmp1;
    wire[1:0] tmp26;
    wire[1:0] raddr;
    wire[3:0] tmp2;
    wire empty_int;
    wire const_9_0;
    wire const_0_1;
    wire const_1_0;
    wire[31:0] const_12_0;
    wire[3:0] tmp28;
    wire const_8_1;
    wire[2:0] tmp27;
    wire full_or_empty;
    wire[3:0] tmp14;
    wire tmp13;
    wire[1:0] tmp21;
    wire const_4_1;
    wire tmp25;
    wire[3:0] tmp30;
    wire tmp10;
    wire tmp23;
    wire const_10_0;
    wire const_6_0;
    wire[3:0] tmp12;
    wire wen;
    wire tmp31;
    wire[31:0] tmp36;
    wire tmp22;
    reg[31:0] mem_0[3:0];
    assign const_9_0 = 0;
    assign const_5_0 = 0;
    assign const_1_0 = 0;
    assign const_12_0 = 0;
    assign const_0_1 = 1;
    assign const_3_0 = 0;
    assign const_4_1 = 1;
    assign const_10_0 = 0;
    assign const_11_0 = 0;
    assign const_7_0 = 0;
    assign const_8_1 = 1;
    assign const_2_0 = 0;
    assign const_6_0 = 0;
    always @( posedge clk )
    begin
        tmp32 <= mem_0[raddr];
    end
    assign tmp20 = {write_pointer[1], write_pointer[0]};
    assign tmp35 = {write_pointer[1], write_pointer[0]};
    assign tmp21 = {read_pointer[1], read_pointer[0]};
    assign tmp16 = {tmp15[2], tmp15[1], tmp15[0]};
    assign tmp0 = {const_1_0, const_1_0};
    assign tmp33 = ren ? tmp32 : const_11_0;
    assign waddr = tmp35;
    assign tmp12 = wr_en_i ? tmp9 : tmp11;
    assign tmp13 = {const_7_0};
    assign tmp15 = reset ? tmp14 : tmp12;
    assign tmp4 = {tmp3, read_pointer};
    assign empty_int = tmp19;
    assign wen = wr_en_i;
    assign tmp3 = {const_2_0};
    assign one_left = tmp31;
    assign tmp8 = {tmp7, const_4_1};
    assign tmp25 = full_or_empty & empty_int;
    assign ren = rd_en_i;
    assign tmp6 = {tmp5[2], tmp5[1], tmp5[0]};
    assign tmp9 = write_pointer + tmp8;
    assign tmp22 = tmp20 == tmp21;
    assign tmp27 = {tmp26, const_8_1};
    assign tmp34 = {read_pointer[1], read_pointer[0]};
    assign tmp1 = {tmp0, const_0_1};
    assign raddr = tmp34;
    assign tmp7 = {const_5_0, const_5_0};
    assign rd_data_o = tmp36;
    assign tmp5 = rd_en_i ? tmp2 : tmp4;
    assign empty_o = tmp25;
    assign tmp26 = {const_9_0, const_9_0};
    assign tmp28 = read_pointer + tmp27;
    assign wdata = wr_data_i;
    assign tmp24 = full_or_empty & tmp23;
    assign full_o = tmp24;
    assign tmp14 = {tmp13, const_3_0};
    assign tmp31 = tmp30 == tmp28;
    assign full_or_empty = tmp22;
    assign tmp17 = {write_pointer[2]};
    assign rdata = tmp33;
    assign tmp29 = {const_10_0};
    assign tmp30 = {tmp29, write_pointer};
    assign tmp10 = {const_6_0};
    assign tmp23 = ~empty_int;
    assign tmp11 = {tmp10, write_pointer};
    assign tmp2 = tmp1 + read_pointer;
    assign tmp36 = rd_en_i ? rdata : const_12_0;
    assign tmp19 = tmp17 == tmp18;
    assign tmp18 = {read_pointer[2]};
    always @( posedge clk )
    begin
        if (wen) begin
                mem_0[waddr] <= wdata;
        end
        read_pointer <= tmp6;
        write_pointer <= tmp16;
    end
endmodule
==> design/flow/run.sh <==
#!/bin/bash
# OpenROAD 26Q1-2900-gdf79404cd8, Yosys 0.63+post, stock flow scripts
make -C /OpenROAD-flow-scripts/flow DESIGN_CONFIG=/design/flow/config.mk WORK_HOME=/design/flow/orfs finish
==> design/flow/config.mk <==
export PLATFORM = sky130hd
export DESIGN_NAME = toplevel
export DESIGN_NICKNAME = toplevel
export VERILOG_FILES = /design/flow/design.v
export SDC_FILE = /design/flow/constraint.sdc
export NUM_CORES = 4
export LEC_CHECK = 1
export CORE_UTILIZATION = 40
==> design/flow/constraint.sdc <==
current_design toplevel

set clk_period 7.1
set clk_io_pct 0.2

create_clock -name clk0 -period $clk_period [get_ports {clk}]

set non_clock_inputs [all_inputs -no_clocks]
set_input_delay [expr $clk_period * $clk_io_pct] -clock clk0 $non_clock_inputs
set_output_delay [expr $clk_period * $clk_io_pct] -clock clk0 [all_outputs]
==> results.txt <==
Implementation status.

- The detailed-router iteration count before antenna repair is 4.
- The number of CTS-inserted buffers is 17.
- The synthesis run identifies the leading combinational cell family as multiplexers.
- The post-layout period usage of the worst path is 0.611.
- The number of clock sinks is 166.
- The top cell types in the final layout, fill and taps aside, are 131 x sky130_fd_sc_hd__edfxtp_1, 70 x sky130_fd_sc_hd__clkdlybuf4s50_1, 35 x sky130_fd_sc_hd__dfxtp_1.
- The yosys cell count is 271.
- Setup slack closes at 2.76 ns.
- The critical path data arrival time is 2.92 ns.
- The number of synthesis warnings is 1.
- The sum of overflow across all layers after global routing is 0.
- Relative to the synthesized area, the layout overhead comes to 26.4%.
- The maximum fanout encountered on the critical timing path is 35.
- Across the run, the number of max-cap violations was 0.
- Endpoints with negative setup slack in the final report add up to 0.
- Per the detail_route report, vias per standard cell equal 4.93.
- The portion of netlist area occupied by mux cells is 0.127.
- Summed over all routing layers, the global router reports a total usage of 0.151.
- The post-route utilization of the core is recorded as 0.515.
- In the floorplan report the effective utilization is 0.408.
- For reference, the final report shows the hold violation count at 0.
- For reference, the post-synthesis area per instance comes to 21.8 um^2.
- 71 I/O pins were placed.
- Listed in order, past its start point the critical path passes clkdlybuf4s50_1, buf_4, and2_1, clkdlybuf4s50_1.
- Per the STA report, the cell with the highest stage delay on the worst path is sky130_fd_sc_hd__clkdlybuf4s50_1.
- The routed design shows a wire length per standard cell of 17.4 um.
- The delay of the slowest cell on the worst path is 0.49 ns.
- For the pin with the worst max-slew slack, the measured transition is 0.716 ns.
- Of the total synthesized cell area, the portion taken by AND-OR and OR-AND cells is 0.00297.
- The static leakage power is 0.00255 uW.
- TritonCTS built the clock tree.
- Before CTS, the worst setup slack after placement is 2.72 ns.
- The hold buffer count at CTS is 0.
- The final count of pins violating max slew is 0.
- The achievable clock frequency is 231 MHz.
- The library cell used most frequently in the layout, excluding fill and tap cells, is sky130_fd_sc_hd__edfxtp_1.
- The tally of nets with antenna violations remaining after routing is 0.
- The via total after detailed routing is 2729.
- The combined buffer and inverter count along the critical path is 3.
- Per the OpenROAD floorplan log, the height of the die is 123 um.
- Headroom to the max-slew limit came out at 0.522.
- The final wirelength is 9630 um.
- The post-CTS setup-driven buffer insertion count is 0.
- Summed over all instances, the cell type with the most area after synthesis is sky130_fd_sc_hd__edfxtp_1.
- The most common cell type on the critical path is sky130_fd_sc_hd__clkdlybuf4s50_1.
- The logs give a warning total of 28.
- The site row count is 44.
- Checking hold timing, the worst path is listed with class reg2reg.
- The pin count of the biggest net entering global routing is 37.
- The H-tree generated during clock tree synthesis spans 4 levels.
- The number of gates resized after cts is 0.
- The number of antenna violations at the first check in global routing is 0.
- The detailed router's first-iteration violation count is 145.
- At the end of routability-driven placement, the weighted congestion stood at 0.709.
- Across the routed clock network, the largest skew measured is 0.00555 ns.
- The cell family contributing the most delay on the critical path is buffers and inverters.
- The number of global-route vias before repair is 2885.
- For the finished layout, the period the worst path requires is 4.34 ns.
- The fraction of synthesized cell area in xor and xnor cells is 0.0119.
- On the worst setup and hold paths after CTS, the clock-pin slew comes to 0.06 ns.
- Per the layout report, the design carries 1142 filler cells.
- The maximum count of clock buffers along a single path is 2.
- The power per cell area is 308 nW/um^2.
- Across the whole layout, storage elements account for 4630 um^2.
- The multi-input combinational cells in the finished layout cover a total of 1160 um^2.
- The number of port buffers is 70.
- The first-pass GRT wire length is 14900 um.
- Setup repair after global routing left no endpoint under its margin.
- The area of the mapped netlist is 5900 um^2.
- The core region is 14500 um^2.
- The total negative setup slack is 0 ns.
- The repair_antennas step left the layout with diodes totalling 0.
- The total power of the final layout is 2300 uW.
- The area fraction of the largest cell type after synthesis is 0.667.
- The critical path endpoint has a required time of 5.68 ns.
- The critical path is of the in2out type.
- Per Yosys stat, the portion of area used by sequential elements is 0.785.
- The clock root buffer is sky130_fd_sc_hd__clkbuf_16.
- Per the skew report, the later register of the worst-skew pair sees a clock latency of 0.41 ns.
- The HPWL after detailed placement is 4950 um.
- The count of cell types in the netlist is 19.
- The cell-mix breakdown from Yosys lists the adder-cell area share as 0.0106.
- The share of final-layout standard cells stronger than drive strength 1 is 0.184.
- Per the post-synthesis report, the number of cells in the design is 271.
- The area of the die is 15200 um^2.
- The run finished with clean final reports.
- The simple-gate portion of the synthesized area is 0.0430.
- STA classifies the critical path endpoint as an output pin.
- The maximum VDD drop is 0.000258 V.
- The worst setup path is launched from an input port.
- The synthesis report lists the most area-consuming cells as sky130_fd_sc_hd__edfxtp_1 67%, sky130_fd_sc_hd__dfxtp_1 12%, sky130_fd_sc_hd__mux4_2 10%.
- In the routed design, unresolved DRC markers number 0.
- The stat command in Yosys gives a chip area of 5900 um^2.
- Once synthesis finished, the tally of register bits stood at 166.
- The horizontal die dimension is 123 um.
==> Yosys cell counts <==
cell	instances
sky130_fd_sc_hd__mux2i_1	1
sky130_fd_sc_hd__a211oi_1	1
sky130_fd_sc_hd__buf_6	1
sky130_fd_sc_hd__dfxtp_1	35
sky130_fd_sc_hd__and3_1	1
sky130_fd_sc_hd__edfxtp_1	131
sky130_fd_sc_hd__ha_1	5
sky130_fd_sc_hd__nand2_1	1
sky130_fd_sc_hd__buf_12	3
sky130_fd_sc_hd__mux4_1	5
sky130_fd_sc_hd__inv_1	3
sky130_fd_sc_hd__buf_2	4
sky130_fd_sc_hd__xor2_1	2
sky130_fd_sc_hd__xnor2_1	6
sky130_fd_sc_hd__o211a_1	1
sky130_fd_sc_hd__nor2_1	5
sky130_fd_sc_hd__mux4_2	27
sky130_fd_sc_hd__and2_1	36
sky130_fd_sc_hd__clkbuf_1	3
==> path summary, 6_finish.rpt <==
path / slack [ns] / depth (start not counted) / endpoint / startpoint
setup / recovery: 2.76 / 4 / rd_data_o[11] / rd_en_i
hold / removal: 0.54 / 1 / tmp32[31] / mem_0[3][31]
setup reg to reg: 5.43 / 2 / tmp32[0] / read_pointer[0]
hold reg to reg: 0.54 / 1 / tmp32[31] / mem_0[3][31]
==> metal layers <==
layer,track usage,up-vias,share of wire
met5,0,-,0
met4,0.0301,0,0.018
met3,0.0838,13,0.12
met2,0.219,129,0.47
met1,0.221,1358,0.40
li1,-,1229,-
==> layout make-up <==
class	count	area share
Multi-Input combinational cell	91	0.155
Clock buffer	19	0.0594
Timing Repair Buffer	77	0.101
Clock inverter	13	0.0304
Sequential cell	166	0.621
Tap cell	184	0.0309
Inverter	3	0.00151
==> flip-flops by register name, summed over array words and instances, names as in the netlist <==
name	count
read_pointer	3
write_pointer	3
tmp32	32
mem_0	128
==> cell families (layout without fill, tap and decap cells) <==
logic type / Yosys count / in the layout
DFF: 166 / 166
and+or+nand+nor: 43 / 43
muxes: 33 / 33
buffers and inverters: 14 / 112
xor gates and xnor gates: 8 / 8
adders and majority gates: 5 / 5
AOI/OAI and AO/OA: 2 / 2
==> through the flow <==
stage	hold WS (ns)	cells	cell area, um^2
finish	0.537	553	7460
global route	0.554	553	7460
CTS	0.540	553	7460
detailed placement	0.527	521	6790
global placement	0.521	521	6790
floorplan	0.516	271	5900
==> worst reg2reg max path: cells and delay by family, from the launching register on <==
kind     cells  cell delay, ns
buf+inv      1            0.57
mux          1            0.66
flops        1            0.32
==> power breakdown <==
group / switching (uW) / total, uW / internal [uW]
Clock: 347 / 1010 / 668
Sequential: 13.9 / 1120 / 1110
Combinational: 65.6 / 158 / 92.0
No activity file was given, so power comes from the tool's default toggle rates.
