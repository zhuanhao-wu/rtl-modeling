==> flow/run.sh <==
#!/bin/bash
# OpenROAD 26Q1-2900-gdf79404cd8, Yosys 0.63+post, stock flow scripts
make -C /OpenROAD-flow-scripts/flow DESIGN_CONFIG=/design/flow/config.mk WORK_HOME=/design/flow/orfs finish
==> flow/config.mk <==
export PLATFORM = sky130hd
export DESIGN_NAME = FIFO_0x53109b3a76d74daa
export DESIGN_NICKNAME = FIFO_0x53109b3a76d74daa
export VERILOG_FILES = /design/flow/design.v
export SDC_FILE = /design/flow/constraint.sdc
export NUM_CORES = 4
export LEC_CHECK = 1
export CORE_UTILIZATION = 40
==> flow/constraint.sdc <==
current_design FIFO_0x53109b3a76d74daa

set clk_period 7.9
set clk_io_pct 0.2

create_clock -name clk0 -period $clk_period [get_ports {clk}]

set non_clock_inputs [all_inputs -no_clocks]
set_input_delay [expr $clk_period * $clk_io_pct] -clock clk0 $non_clock_inputs
set_output_delay [expr $clk_period * $clk_io_pct] -clock clk0 [all_outputs]
==> flow/design.v <==
`default_nettype none
module FIFO_0x53109b3a76d74daa
(
  input  wire [   0:0] clk,
  output reg  [   0:0] empty_o,
  output reg  [   0:0] full_o,
  output reg  [   0:0] one_left,
  output reg  [  31:0] rd_data_o,
  input  wire [   0:0] rd_en_i,
  input  wire [   0:0] reset,
  input  wire [  31:0] wr_data_i,
  input  wire [   0:0] wr_en_i
);
  wire   [  31:0] mem_data_out;
  reg    [   0:0] empty_int;
  reg    [   0:0] full_or_empty;
  reg    [   2:0] write_pointer;
  localparam aw = 2;
  wire   [   0:0] read_plus_1$clk;
  wire   [   2:0] read_plus_1$in0;
  wire   [   2:0] read_plus_1$in1;
  wire   [   0:0] read_plus_1$reset;
  wire   [   0:0] read_plus_1$cin;
  wire   [   0:0] read_plus_1$cout;
  wire   [   2:0] read_plus_1$out;
  Adder_0x64f9bb3b020d2b2c read_plus_1
  (
    .clk   ( read_plus_1$clk ),
    .in0   ( read_plus_1$in0 ),
    .in1   ( read_plus_1$in1 ),
    .reset ( read_plus_1$reset ),
    .cin   ( read_plus_1$cin ),
    .cout  ( read_plus_1$cout ),
    .out   ( read_plus_1$out )
  );
  wire   [  31:0] mem$wdata;
  wire   [   1:0] mem$waddr;
  wire   [   0:0] mem$clk;
  wire   [   0:0] mem$wen;
  wire   [   0:0] mem$ren;
  wire   [   1:0] mem$raddr;
  wire   [   0:0] mem$reset;
  wire   [  31:0] mem$rdata;
  _RAM_0x5c7c7e4a8c4f475e mem
  (
    .wdata ( mem$wdata ),
    .waddr ( mem$waddr ),
    .clk   ( mem$clk ),
    .wen   ( mem$wen ),
    .ren   ( mem$ren ),
    .raddr ( mem$raddr ),
    .reset ( mem$reset ),
    .rdata ( mem$rdata )
  );
  wire   [   0:0] read_pointer$reset;
  wire   [   0:0] read_pointer$en;
  wire   [   0:0] read_pointer$clk;
  wire   [   2:0] read_pointer$in_;
  wire   [   2:0] read_pointer$out;
  RegEnRst_0x1099485158c4776f read_pointer
  (
    .reset ( read_pointer$reset ),
    .en    ( read_pointer$en ),
    .clk   ( read_pointer$clk ),
    .in_   ( read_pointer$in_ ),
    .out   ( read_pointer$out )
  );
  assign mem$clk            = clk;
  assign mem$raddr          = read_pointer$out[1:0];
  assign mem$ren            = rd_en_i;
  assign mem$reset          = reset;
  assign mem$waddr          = write_pointer[1:0];
  assign mem$wdata          = wr_data_i;
  assign mem$wen            = wr_en_i;
  assign mem_data_out       = mem$rdata;
  assign read_plus_1$clk    = clk;
  assign read_plus_1$in0    = 3'd1;
  assign read_plus_1$in1    = read_pointer$out;
  assign read_plus_1$reset  = reset;
  assign read_pointer$clk   = clk;
  assign read_pointer$en    = rd_en_i;
  assign read_pointer$in_   = read_plus_1$out;
  assign read_pointer$reset = reset;
  always @ (posedge clk) begin
    if (reset) begin
      write_pointer <= 0;
    end
    else begin
    end
    if (wr_en_i) begin
      write_pointer <= (write_pointer+1);
    end
    else begin
    end
  end
  always @ (*) begin
    empty_int = (write_pointer[aw] == read_pointer$out[aw]);
    full_or_empty = (write_pointer[(aw)-1:0] == read_pointer$out[(aw)-1:0]);
    full_o = (full_or_empty&~empty_int);
    empty_o = (full_or_empty&empty_int);
    one_left = ((read_pointer$out+1) == write_pointer);
    rd_data_o = rd_en_i ? mem_data_out : 0;
  end
endmodule  
`default_nettype wire
`default_nettype none
module Adder_0x64f9bb3b020d2b2c
(
  input  wire [   0:0] cin,
  input  wire [   0:0] clk,
  output wire [   0:0] cout,
  input  wire [   2:0] in0,
  input  wire [   2:0] in1,
  output wire [   2:0] out,
  input  wire [   0:0] reset
);
  reg    [   3:0] t0__0;
  reg    [   3:0] t1__0;
  reg    [   3:0] temp;
  localparam twidth = 4;
  assign cout = temp[3];
  assign out  = temp[2:0];
  always @ (*) begin
    t0__0 = { { twidth-3 { 1'b0 } }, in0[2:0] };
    t1__0 = { { twidth-3 { 1'b0 } }, in1[2:0] };
    temp = ((t0__0+t1__0)+cin);
  end
endmodule  
`default_nettype wire
`default_nettype none
module _RAM_0x5c7c7e4a8c4f475e
(
  input  wire [   0:0] clk,
  input  wire [   1:0] raddr,
  output reg  [  31:0] rdata,
  input  wire [   0:0] ren,
  input  wire [   0:0] reset,
  input  wire [   1:0] waddr,
  input  wire [  31:0] wdata,
  input  wire [   0:0] wen
);
  wire   [  31:0] mem$000;
  wire   [  31:0] mem$001;
  wire   [  31:0] mem$002;
  wire   [  31:0] mem$003;
  localparam num_entries = 4;
  localparam reset_value = 0;
  integer i;
  reg    [  31:0] mem[0:3];
  assign mem$000 = mem[  0];
  assign mem$001 = mem[  1];
  assign mem$002 = mem[  2];
  assign mem$003 = mem[  3];
  always @ (posedge clk) begin
    if (reset) begin
      for (i=0; i < num_entries; i=i+1)
      begin
        mem[i] <= reset_value;
      end
    end
    else begin
      if (wen) begin
        mem[waddr] <= wdata;
      end
      else begin
      end
    end
  end
  always @ (*) begin
    rdata = mem[raddr];
  end
endmodule  
`default_nettype wire
`default_nettype none
module RegEnRst_0x1099485158c4776f
(
  input  wire [   0:0] clk,
  input  wire [   0:0] en,
  input  wire [   2:0] in_,
  output reg  [   2:0] out,
  input  wire [   0:0] reset
);
  localparam reset_value = 0;
  always @ (posedge clk) begin
    if (reset) begin
      out <= reset_value;
    end
    else begin
      if (en) begin
        out <= in_;
      end
      else begin
      end
    end
  end
endmodule  
`default_nettype wire
==> impl_metrics.json <==
{
  "status": "completed",
  "critPathMaxFanout": 32,
  "place_ws_ns": 3.00,
  "fin_ws_ns": 3.06,
  "postSynthSeqShare": 0.642,
  "tns_ns": 0,
  "ys_warn_count": 5,
  "critPathRequiredTime_ns": 6.32,
  "grt_max_degree": 33,
  "clockRootBuffer": "clkbuf_8",
  "track_usage": 0.146,
  "grt_overflow_total": 0,
  "synthesis.area_um2": 1640,
  "ff_type": "edfxtp_1",
  "rr_startpoint": "write_pointer[0]",
  "totalWireLength_um": 2820,
  "ctsLongestPathBuffers": 2,
  "timing.hold.ws_ns": 0.792,
  "ys.flops": 35,
  "reg2reg_slack_ns": 6.22,
  "timing.fmax_mhz": 206,
  "endpoint": "rd_data_o[11]",
  "dp_hpwl_um": 1910,
  "hold_start": "write_pointer[2]",
  "num_antenna_cells": 0,
  "rsz0062_at_grt": "false",
  "vias": 1087,
  "cts_hold_buf": 0,
  "synthDistinctLibCells": 13,
  "fin_crit_sh": 0.613,
  "muxShareOfSynthArea": 0,
  "fin_crit_ns": 4.84,
  "grt_pass1_wl_um": 4560,
  "edf_count": 35,
  "synth.comb.largest_family": "simple AND/OR/NAND/NOR gates",
  "layout_top_cell": "clkdlybuf4s50_1",
  "critical_path_arrival_ns": 3.26,
  "drive_above_1_share": 0.166,
  "min_path_cells": 2,
  "vias_per_cell": 4.51,
  "adder_share": 0.0229,
  "worstHoldPathType": "flip-flop to flip-flop",
  "final_cell_mix": "clkdlybuf4s50_1, and2_1, edfxtp_1",
  "floorplan.io_pins": 71,
  "numCtsBuffers": 5,
  "setup.worst_path.start": "rd_en_i[0]",
  "path_clk_slew_ns": 0.05,
  "cts_tree": "yes",
  "ff2ff_path_depth": 2,
  "antenna_found_initial": 0,
  "p_switching_w": 0.0000610,
  "gp_congestion": 0.768,
  "drt_pre_antenna_iters": 4,
  "syn_area_per_cell_um2": 13.6,
  "slew_headroom": 0.457,
  "die_y_um": 66.0,
  "seq_power_share": 0.585,
  "ctsResizeCount": 0,
  "cap_violations": 0,
  "synthArstFlopShare": 0,
  "swShare": 0.156,
  "critPathKind": "input pin to output pin",
  "cts_setup_buffers": 0,
  "nFillCells": 270,
  "r2r_end": "mem.mem[0][16]",
  "p_clk_frac": 0.251,
  "setup-violations-final": 0,
  "htreeDepth": 2,
  "comb_power_share": 0.163,
  "clock-sinks": 35,
  "skew_ns": 0.000530,
  "rows": 22,
  "drt-initial-drc-count": 72,
  "chip_area_um2": 4350,
  "warnings": 64,
  "synth-simple-area-share": 0.304,
  "p_leak_nw": 0.950,
  "wl_per_cell_um": 11.7,
  "die_w_um": 66.0,
  "yosys-stat-area_um2": 1640,
  "worstMarginPinSlew_ns": 0.814,
  "core_area_um2": 3800,
  "p_int_w": 0.000330,
  "xor_share": 0.00535,
  "drc": 0,
  "vdd_drop_max_uv": 97.1,
  "initCoreUtil": 0.431,
  "io_buffers": 70,
  "slew_viol_final": 0,
  "cp-end-kind": "output pin",
  "final_hold_viol_count": 0,
  "clk_latency_ns": 0.24,
  "syn_to_final_growth_pct": 50.3,
  "cp-start-kind": "input pin",
  "ys_sh_aoi": 0.00535,
  "p_per_area_nw_per_um2": 159,
  "yosysCellCount": 120,
  "drtAntennaViolNets": 0,
  "grt_pass1_vias": 1008,
  "syn_inst": 120
}
## Yosys cell counts (2+ instances only)
| cell type | number | area (um2) |
|---|---|---|
| clkbuf_1 | 3 | 11.3 |
| edfxtp_1 | 35 | 1050 |
| inv_1 | 2 | 7.51 |
| and2_1 | 46 | 288 |
| clkbuf_2 | 3 | 15.0 |
| and2_2 | 21 | 158 |
| nor2b_1 | 2 | 12.5 |
| ha_1 | 3 | 37.5 |
## layer usage
layer | wire, um | global-route usage | share of wire
met5 | 0 | 0 | 0
met1 | 1230 | 0.213 | 0.44
met2 | 1330 | 0.235 | 0.47
met4 | 46 | 0.0319 | 0.016
met3 | 212 | 0.0385 | 0.075
## logic make-up (layout without fill, tap and decap cells)
| logic type | count (synthesis) | after routing |
|---|---|---|
| adders and majority gates | 3 | 3 |
| xor gates and xnor gates | 1 | 1 |
| and+or+nand+nor | 72 | 72 |
| DFF | 35 | 35 |
| buffers and inverters | 8 | 81 |
| AOI/OAI and AO/OA | 1 | 1 |
## metrics by stage
| stage | total power (W) | std cells | utilization | area (um2) |
|---|---|---|---|---|
| detailed placement | 0.000297 | 233 | 0.626 | 2380 |
| finish | 0.000391 | 241 | 0.648 | 2460 |
| global route | 0.000434 | 241 | 0.648 | 2460 |
| floorplan | 0.000253 | 120 | - | 1640 |
| CTS | 0.000418 | 241 | 0.648 | 2460 |
| global placement | 0.000296 | 233 | 0.626 | 2380 |
## power groups by stage
| stage | combinational [W] | sequential, W | clock, W |
|---|---|---|---|
| 4_1_cts | 0.0000651 | 0.000228 | 0.000124 |
| 5_1_grt | 0.0000711 | 0.000230 | 0.000133 |
| 6_report | 0.0000637 | 0.000229 | 0.0000982 |
## worst max-delay path, cell delays in order
cell and delay, ns:
clkdlybuf4s50_1 0.98, and2_1 0.24, clkdlybuf4s50_1 0.46
## flip-flops by register name (all words and copies together), names as in the netlist
name / cells
mem.mem: 32
write_pointer: 3
## final cells by class
| type | instances | area [um2] | share of cell area |
|---|---|---|---|
| sequential | 35 | 1050 | 0.427 |
| clock buffer | 7 | 76.3 | 0.0310 |
| timing repair buffer | 71 | 708 | 0.288 |
| clock inverter | 1 | 5.00 | 0.00203 |
| tap | 48 | 60.1 | 0.0244 |
| inverter | 2 | 7.51 | 0.00305 |
| multi-input combinational | 77 | 552 | 0.224 |
## worst min-delay path by stage
stage                 endpoint  slack (ns)
CTS           write_pointer[2]        0.80
global route  write_pointer[2]        0.85
finish        write_pointer[2]        0.79
No activity file was given, so power comes from the tool's default toggle rates.
